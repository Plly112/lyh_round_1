--- flow/design.v ---
module pulse_filter_single (
    input  wire        clk         ,
    input  wire        rst_n       ,
    input  wire        pulse_in    ,  
    input  wire [21:0] filter_thres,  
    output reg         pulse_out      
);
    reg [21:0]  cnt    ;
    always @(posedge clk or negedge rst_n) begin
        if (!rst_n) begin
            cnt        <= 0;
            pulse_out  <= 0;
        end 
        else begin
            if (pulse_in != pulse_out) begin  
                if (cnt < filter_thres) begin  
                    cnt <= cnt + 1;
                end 
                else begin  
                    pulse_out <= pulse_in;
                    cnt       <= 0;
                end
            end
            else begin
                cnt <= 0;
            end
        end
    end
endmodule
module pulse_filter_top (
    input  wire        clk,           
    input  wire        rst_n,         
    input  wire [31:0] pulse_in,       
    input  wire [21:0] filter_thres,   
    output wire [31:0] pulse_out       
);
genvar i;
generate
    for (i = 0; i < 32; i = i + 1) begin : gen_filter
        pulse_filter_single u_filter (
            .clk         (clk         ),
            .rst_n       (rst_n       ),
            .pulse_in    (pulse_in[i] ),
            .filter_thres(filter_thres),
            .pulse_out   (pulse_out[i])
        );
    end
endgenerate
endmodule
--- flow/config.mk ---
export PLATFORM = sky130hd
export DESIGN_NAME = pulse_filter_top
export DESIGN_NICKNAME = pulse_filter_top
export VERILOG_FILES = /design/flow/design.v
export SDC_FILE = /design/flow/constraint.sdc
export NUM_CORES = 4
export LEC_CHECK = 1
export CORE_UTILIZATION = 30
--- flow/constraint.sdc ---
current_design pulse_filter_top

set clk_period 8.0
set clk_io_pct 0.2

create_clock -name clk0 -period $clk_period [get_ports {clk}]

set non_clock_inputs [all_inputs -no_clocks]
set_input_delay [expr $clk_period * $clk_io_pct] -clock clk0 $non_clock_inputs
set_output_delay [expr $clk_period * $clk_io_pct] -clock clk0 [all_outputs]
--- flow/run.sh ---
#!/bin/bash
# OpenROAD 26Q1-2900-gdf79404cd8, Yosys 0.63+post, stock flow scripts
make -C /OpenROAD-flow-scripts/flow DESIGN_CONFIG=/design/flow/config.mk WORK_HOME=/design/flow/orfs finish
==> summary.txt <==
status: finished clean
Max-Cap Viols: 0
global-route wire length before repair: 195300 um
Finished Layout Cells: 7495
Finished Cell Area: 55610 um^2
critical path class: input pin to register
die extent in y: 407.5 um
Via Count: 36520
core area: 163000 um^2
H-tree depth: 3
CP cell instances: clkdlybuf4s50_1 > inv_2 > buf_4 > ha_1 > and4_1 > a221o_1 > a31oi_2 > o211ai_2 > buf_4 > nor2_1
number of cell rows: 148
GRT Util Overall: 15.07%
post-DP HPWL: 79590 um
sequential fraction of design power: 42.1%
I/O Buffers: 87
Post-synth regs: 736
Mapped Area: 49320 um^2
RR Startpoint: gen_filter[13].u_filter.cnt[9]$_DFF_PN0_
Hold Startpoint: gen_filter[10].u_filter.cnt[0]$_DFF_PN0_
initial antenna violation count: 4
YS warnings: 1
synth unique cells: 54
TNS Setup: 0 ns
Post-Syn Instances: 5101
ANT cells: 0
Post-CTS Setup Repair Bufs: 0
count of library flops with an enable pin: 0
Tmin final: 4.222 ns
Synth Flop Type: dfrtp_1
Worst Hold Class: register to register
RSZ-0062 raised after global routing: false
Avg Vias per Cell: 4.873
Yosys chip area: 49320 um^2
cell count after placement: 7334
wire per inst: 16.16 um
number of logged tool warnings: 31
gpl congestion: 0.8446
CP Buf/Inv Count: 4
worst setup path start: filter_thres[12]
Area Overhead vs Synth: 12.76%
drt pass-1 iters: 5
crit path to: gen_filter[13].u_filter.cnt[8]$_DFF_PN0_
Reg clk slew, reported paths: 0.06 ns
clock latency on the worst-skew pair: 0.70 ns
vias in the first global route: 35395
cts repair resizes: 0
total grt overflow: 0
Avg Inst Size Synth: 9.669 um^2
Worst-Margin Slew: 0.8124 ns
fraction of layout cells with a size suffix above 1: 8.477%
cell area power density: 179.7 nW/um^2
minimum hold slack: 0.4661 ns
crit share post-route: 52.78%
Die ar.: 166000 um^2
1st-iter DRT viols: 1871
Rel. slew slack: 45.43%
r2r setup slk: 5.65 ns
Routed Wire Length: 121100 um
Clock power frac: 42.6%
RR Endpoint: gen_filter[13].u_filter.cnt[8]$_DFF_PN0_
sequential share of the synthesized area: 37.34%
Hold Path Depth: 1
Async S/R FF share, synth: 100.0%
dpl cell area: 52550 um^2
Setup violations, final: 0
clk root buf: clkbuf_16
Die Span X: 407.5 um
Pins Over Slew Limit: 0
Num CTS Buffers: 89
Switching Fraction: 29.19%
crit path max fanout: 17
Final Hold Violation Tally: 0
CTS Sinks: 736
Peak Freq: 236.8 MHz
peak supply drop: 0.0001677 V
Pleak: 25.79 nW
P_int: 7.075 mW
crit start category: input pin
critical path arrival: 4.84 ns
cts hold-fix bufs: 0
# Cells Yosys: 5101
data required time of the worst path: 8.62 ns
Worst Reg2Reg Path Length in Cells: 8
largest net degree at the start of global routing: 119
Levels on crit path: 10
DRC Markers: 0
Sw Pwr: 2.916 mW
CTS tree: yes
critical path endpoint category: register
fp_density: 30.27%
Slowest cell on crit path: inv_2
CP top delay family: buffers and inverters
most used cell, CP: buf_4
IO Count: 88
Gate power share: 15.3%
CTS max path bufs: 3
Clock Skew: 0.02891 ns
crit-path max cell delay: 0.50 ns
post-route ant nets: 0
cell usage after synthesis (31+ instances only):
cell | instances | area (um^2)
nor2_1 | 825 | 3097
dfrtp_1 | 736 | 18420
ha_1 | 704 | 8808
xor2_1 | 405 | 3547
nand3_1 | 358 | 1792
nand2_1 | 331 | 1242
xnor2_1 | 265 | 2321
a21oi_1 | 257 | 1286
nand4_1 | 207 | 1295
inv_1 | 132 | 495.5
and3_1 | 95 | 594.3
nor2_2 | 90 | 563.0
and4_1 | 84 | 735.7
o21ai_1 | 60 | 300.3
buf_6 | 59 | 664.4
o21ai_0 | 37 | 185.2
a21o_1 | 33 | 247.7
a211oi_1 | 32 | 240.2
buf_4 | 32 | 240.2
nand2b_1 | 32 | 200.2
a211o_1 | 31 | 271.5
a221o_1 | 31 | 310.3
o21a_1 | 31 | 232.7
cells in the final DEF, fill, tap and decap left out, types with 31 or more instances in the layout:
cell and count:
a211o_1 31, a211oi_1 32, a21o_1 33, a21oi_1 257, a221o_1 31, and3_1 95
and4_1 84, buf_4 69, clkbuf_16 91, clkdlybuf4s50_1 85, dfrtp_1 736, ha_1 704
inv_1 111, nand2_1 331, nand2b_1 32, nand3_1 358, nand4_1 207, nor2_1 825
nor2_2 90, o21a_1 31, o21ai_0 37, o21ai_1 60, xnor2_1 265, xor2_1 405
worst min path at each step:
stage / end / slack [ns]
CTS: gen_filter[10].u_filter.cnt[0]$_DFF_PN0_ / 0.47
global route: gen_filter[29].u_filter.cnt[0]$_DFF_PN0_ / 0.49
finish: gen_filter[10].u_filter.cnt[0]$_DFF_PN0_ / 0.47
per-layer routing:
| metal | up-vias | part of all wire, % | wire length (um) | track usage [%] |
|---|---|---|---|---|
| met5 | - | 0 | 0 | 0 |
| met4 | 0 | 2.3 | 2807 | 2.871 |
| met3 | 167 | 5.5 | 6705 | 3.192 |
| met2 | 603 | 45 | 53930 | 23.40 |
| met1 | 17447 | 48 | 57670 | 22.10 |
| li1 | 18303 | - | - | - |
sequential cells by signal, indices dropped and copies added, names as in the netlist:
| name | cells |
|---|---|
| gen_filter.u_filter.cnt | 704 |
| gen_filter.u_filter.pulse_out | 32 |
worst reg2reg max path, stage by stage (launching register included):
cell and delay (ns):
dfrtp_1 0.43, ha_1 0.31, a21oi_1 0.15, o21ai_0 0.13
a221o_1 0.37, a31oi_2 0.23, o211ai_2 0.26, buf_4 0.28
nor2_1 0.12
per-stage QoR:
step                      total power, mW  setup WS, ns  utilization, %
after floorplan                     5.337         4.206               -
after global placement              5.785         3.099           32.25
after detailed placement            5.819         3.043           32.25
after CTS                           10.15         3.785           34.13
after global routing                10.52         3.614           34.13
final                               9.991         3.778           34.13
power groups by stage:
stage / registers (mW) / clock network (mW) / logic (mW)
CTS: 4.20 / 4.38 / 1.56
global route: 4.25 / 4.52 / 1.75
finish: 4.20 / 4.26 / 1.53
cell families after synthesis:
kind of cell / count (synthesis) / synth area share, %
XOR/XNOR: 670 / 11.90
flip-flops: 736 / 37.34
AND-OR/OR-AND: 578 / 7.824
adder cells (fa/ha/maj): 704 / 17.86
multiplexers: 32 / 0.7306
AND/OR/NAND/NOR: 2148 / 21.41
buffers and inverters: 233 / 2.938
layout make-up:
class,count,area [um^2]
tap,2175,2721
sequential,736,18420
fill,16131,107300
clock buffer,124,2571
multi-input combinational,4132,29450
timing repair buffer,159,1449
clock inverter,37,494.2
inverter,132,505.5
Power figures rest on the tool's default switching activity, not on a simulated workload.
