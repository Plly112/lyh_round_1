`design/flow/run.sh`:
```
#!/bin/bash
# OpenROAD 26Q1-2900-gdf79404cd8, Yosys 0.63+post, stock flow scripts
make -C /OpenROAD-flow-scripts/flow DESIGN_CONFIG=/design/flow/config.mk WORK_HOME=/design/flow/orfs finish
```
`design/flow/design.v`:
```
module freq_detector(
    input             clk               ,
    input             rst_n             ,
    input             pulse_in          ,  
    output reg [31:0] freq                 
);
localparam CLK_FREQ = 20000000;   
localparam CLK_300MHz = 300000; 
reg [31:0] freq_reg = 0;  
reg  pulse_in_d1, pulse_in_d2;
wire rising_edge;
always @(posedge clk or negedge rst_n) begin
     if (!rst_n) begin
         pulse_in_d1 <= 1'b0;
         pulse_in_d2 <= 1'b0;
     end 
     else begin
         pulse_in_d1 <= pulse_in;
         pulse_in_d2 <= pulse_in_d1;
     end
 end
assign rising_edge = (pulse_in_d1 && !pulse_in_d2);  
reg [31:0]PULSE_ticks = 0;      
always @(posedge clk or negedge rst_n) begin
    if (!rst_n) begin
        PULSE_ticks <= 0;
    end
    else begin
    PULSE_ticks <= PULSE_ticks + 1;  
        if(rising_edge)begin   
            PULSE_ticks <= 1;  
            freq_reg <= CLK_FREQ / PULSE_ticks;  
        end
    end
end
always @(posedge clk or negedge rst_n) begin
    if(!rst_n)begin
        freq <= 0;
    end
    else if(freq_reg <= CLK_300MHz)begin
        freq <= freq_reg;
    end
end
endmodule
module top_freq_test (
    input wire         clk        ,  
    input wire         rst_n      ,  
    input wire         pulse_sig_1,  
    input wire         pulse_sig_2,  
    input wire         pulse_sig_3,  
    input wire         pulse_sig_4,  
    output wire [19:0] freq_out_1 ,  
    output wire [19:0] freq_out_2 ,  
    output wire [19:0] freq_out_3 ,  
    output wire [19:0] freq_out_4    
);
localparam CLK_FREQ = 20_000_000;   
wire rst;
assign rst = ~rst_n;
reg   [19:0] freq;
    freq_detector u_freq_detector_0(
        .clk      (clk          ),
        .rst_n    (rst          ),
        .pulse_in (pulse_sig_1  ),
        .freq     (freq_out_1   )
    );
    freq_detector u_freq_detector_1(
        .clk      (clk          ),
        .rst_n    (rst          ),
        .pulse_in (pulse_sig_2  ),
        .freq     (freq_out_2   )
    );
    freq_detector u_freq_detector_2(
        .clk      (clk          ),
        .rst_n    (rst          ),
        .pulse_in (pulse_sig_3 ),
        .freq     (freq_out_3   )
    );
    freq_detector u_freq_detector_3(
        .clk      (clk          ),
        .rst_n    (rst          ),
        .pulse_in (pulse_sig_4  ),
        .freq     (freq_out_4   )
    );
endmodule
```
`design/flow/constraint.sdc`:
```
current_design top_freq_test

set clk_period 102.4
set clk_io_pct 0.2

create_clock -name clk0 -period $clk_period [get_ports {clk}]

set non_clock_inputs [all_inputs -no_clocks]
set_input_delay [expr $clk_period * $clk_io_pct] -clock clk0 $non_clock_inputs
set_output_delay [expr $clk_period * $clk_io_pct] -clock clk0 [all_outputs]
```
`design/flow/config.mk`:
```
export PLATFORM = sky130hd
export DESIGN_NAME = top_freq_test
export DESIGN_NICKNAME = top_freq_test
export VERILOG_FILES = /design/flow/design.v
export SDC_FILE = /design/flow/constraint.sdc
export NUM_CORES = 4
export LEC_CHECK = 1
export CORE_UTILIZATION = 50
```
==> results_dict.tcl <==
# flow metrics
set metrics [dict create \
    whs_path_depth 0 \
    cts_tree "built" \
    synth_top_area_share_pct 18.5 \
    cts_root_buf "clkbuf_16" \
    port_buffers 85 \
    cpMostUsedCell "ha_1" \
    die_h_um 522 \
    synth_flops 344 \
    max_freq_ghz 0.0114 \
    worstRegToRegCells 336 \
    critPathRequiredTime_ns 102.92 \
    worstSetupEndpointType "register" \
    cts_hold_buf 0 \
    die_x_um 522 \
    drt_drc_violations_left 0 \
    io_pins 86 \
    via_per_inst 6.37 \
    crit_path_max_incr_delay_ns 0.80 \
    clock_latency_ns 0.81 \
    cts_buffer_depth 3 \
    slew_headroom_pct 28.4 \
    regToRegEndpoint "u_freq_detector_3.freq_reg[0]$_DFFE_PP_" \
    finalMaxSlewViolations 0 \
    fp.coreArea_um2 268000 \
    grt_max_degree 83 \
    drive_gt1_share_pct 6.48 \
    grt_pass1_wl_um 794000 \
    num_rows 190 \
    htree_levels 2 \
    crit_path_start_kind "register" \
    fin_tns_setup_ns 0 \
    firstDrtPassIters 8 \
    ff_type "dfrtp_1" \
    grt_util_all_layers_pct 37.8 \
    ys_warn_count 5 \
    rsz0062_at_grt "no" \
    ant_nets 0 \
    grt_remaining_overflow 0 \
    yosys-stat-cells 19449 \
    min_path_type "register to register" \
    ys_seq_share_pct 6.85 \
    hold_path.startpoint "u_freq_detector_1.pulse_in_d1$_DFF_PP0_" \
    dp_hpwl_um 409000 \
    worstMarginPinSlew_ns 1.05 \
    synth_area_um2 135000 \
    crit_fanout 39 \
    path_class "register to register" \
    vias 146698 \
    hold_path_end "u_freq_detector_1.pulse_in_d2$_DFF_PP0_" \
    clock-sinks 344 \
    yosys.cell_types.count 118 \
    avgSynthCellArea_um2 6.94 \
    arrival_ns 88.15 \
    fin_cells 23022 \
    synthArstFlopShare_pct 62.8 \
    syn_inst 19449 \
    first_iter_violations 13289 \
    ys_top_cells_by_area "ha_1, xnor2_1, a21oi_1" \
    detail_route.wl_per_cell_um 22.6 \
    crit_slowest_cell "o31ai_1" \
    cts_buffers 55 \
    max_cap_violations 0 \
    setup_viol 0 \
    top_area_cell "ha_1" \
    cts_resized 0 \
    area_delta_synth_final_pct 6.05 \
    chipArea_um2 272000 \
    finalCriticalPeriod_ns 87.63 \
    clk_pin_slew_ns 0.07 \
    timing.rr.start "u_freq_detector_3.PULSE_ticks[18]$_DFF_PP0_" \
    place_area_um2 141000 \
    edf_count 128 \
    warning_count 41 \
    routed_wl_um 521000 \
    worst_clock_skew_ns 0.0587 \
    ys_area_um2 135000 \
    period_used_pct 85.6 \
    place_inst 22910 \
    first_global_vias 132797 \
    grt_antenna_before_repair 9 \
    status "completed" \
    ff2ff_setup_slack_ns 14.77 \
    postCtsSetupRepairBufs 0 \
    fin_util_pct 53.4 \
    initial_core_util_pct 50.4 \
    postLayoutCellArea_um2 143000 \
    gp_congestion 1.04 \
    hold_violations 0 \
]
Yosys cell counts, types with 224 or more instances:
library cell,n
nor2_1,2223
o21ai_0,1204
a31oi_1,336
nor3_1,552
xnor2_1,1025
o21a_1,550
nor2b_1,245
inv_1,839
nand3_1,508
a21oi_1,1674
a21o_1,758
nand2b_1,343
ha_1,2000
clkbuf_1,421
nand2_1,1953
xor2_1,491
mux2_2,383
a211oi_1,224
stage by stage:
stage / worst slack [ns] / hold slack (ns)
after CTS: 16.51 / 0.435
after detailed placement: 16.90 / 0.408
final: 14.77 / 0.435
after floorplan: 29.35 / 0.368
after global routing: 8.31 / 0.436
after global placement: 16.70 / 0.403
cells in the final DEF (no fill, tap or decap), drive strengths merged, types with 343 or more instances in the layout:
master / instances
mux2: 384
xor2: 491
nand3: 511
nand2b: 343
nor3: 560
buf: 387
o21ai: 1249
a21o: 758
inv: 847
nand2: 1954
nor2: 2224
a21oi: 1678
ha: 2000
o21a: 550
xnor2: 1025
worst max-delay path, delay by kind of cell (launching register included):
family / cells / cell delay, ns
simple gates: 87 / 17.81
buf+inv: 51 / 13.69
fa+ha+maj: 31 / 10.37
compound gates: 164 / 43.72
mux: 3 / 1.02
flops: 1 / 0.41
routing by layer:
metal	routed length (µm)	vias up	GRT usage, %	part of all wire [%]
met5	40	-	0	0.0077
met4	20300	6	12.1	3.9
met3	42500	928	5.97	8.2
met2	222000	5366	57.2	43
met1	236000	68006	55.0	45
li1	-	72392	-	-
area by class of cell:
| class | count | area, µm² |
|---|---|---|
| inverter | 878 | 3300 |
| sequential | 344 | 9260 |
| tap | 3552 | 4440 |
| fill | 26749 | 125000 |
| clock buffer | 76 | 1570 |
| timing repair buffer | 471 | 3770 |
| multi-input combinational | 17665 | 121000 |
| antenna | 9 | 22.5 |
| clock inverter | 27 | 285 |
how the worst max path moves through the flow:
stage / from / endpoint / slack (ns) / cells after the start
CTS: u_freq_detector_3.PULSE_ticks[18]$_DFF_PP0_ / u_freq_detector_3.freq_reg[0]$_DFFE_PP_ / 16.51 / 337
global route: u_freq_detector_3.PULSE_ticks[18]$_DFF_PP0_ / u_freq_detector_3.freq_reg[0]$_DFFE_PP_ / 8.31 / 337
finish: u_freq_detector_3.PULSE_ticks[18]$_DFF_PP0_ / u_freq_detector_3.freq_reg[0]$_DFFE_PP_ / 14.77 / 336
cells by family (layout without fill, tap and decap cells):
kind of cell	count (synthesis)	count (layout)	synth area share (%)
simple gates	7039	7039	24.3
flops	344	344	6.85
buf+inv	1440	1452	4.04
compound gates	6609	6609	32.4
other cells	0	9	0
mux	501	501	4.07
xor+xnor	1516	1516	9.83
fa+ha+maj	2000	2000	18.5
